**flow/run.sh**
```bash
#!/bin/bash
# OpenROAD 26Q1-2900-gdf79404cd8, Yosys 0.63+post, stock flow scripts
make -C /OpenROAD-flow-scripts/flow DESIGN_CONFIG=/design/flow/config.mk WORK_HOME=/design/flow/orfs finish
```
**flow/config.mk**
```make
export PLATFORM = sky130hd
export DESIGN_NAME = dispString
export DESIGN_NICKNAME = dispString
export VERILOG_FILES = /design/flow/design.v
export SDC_FILE = /design/flow/constraint.sdc
export NUM_CORES = 4
export LEC_CHECK = 1
export CORE_AREA = 10 10 104 104
export DIE_AREA = 0 0 114 114
```
**flow/design.v**
```verilog
module dispString(
		  output reg 	   rdy,
		  output reg [7:0] dOut,
		  input wire [7:0] b0,
		  input wire [7:0] b1,
		  input wire [7:0] b2,
		  input wire [7:0] b3,
		  input wire [7:0] b4,
		  input wire [7:0] b5,
		  input wire [7:0] b6,
		  input wire [7:0] b7,
		  input wire go,
		  input wire 	   rst,
		  input wire 	   clk);
   reg [3:0] 			   cnt;
   wire [7:0] 			   dOutP;
   always @(posedge clk) begin
      if (rst)
	cnt <= 4'b0000;
      else begin
	 if (go | (cnt != 4'b0000))
	   cnt <= cnt + 1;
	 else
	   cnt <= cnt;
      end
      dOut <= dOutP;
      rdy <= cnt[0];
   end
   assign dOutP = 
		  (cnt[3:1]==3'b000) ? b0 :
		  (cnt[3:1]==3'b001) ? b1 :
		  (cnt[3:1]==3'b010) ? b2 :
		  (cnt[3:1]==3'b011) ? b3 :
		  (cnt[3:1]==3'b100) ? b4 :
		  (cnt[3:1]==3'b101) ? b5 :
		  (cnt[3:1]==3'b110) ? b6 : b7;
endmodule  
```
**flow/constraint.sdc**
```tcl
current_design dispString

set clk_period 5.0
set clk_io_pct 0.2

create_clock -name clk0 -period $clk_period [get_ports {clk}]

set non_clock_inputs [all_inputs -no_clocks]
set_input_delay [expr $clk_period * $clk_io_pct] -clock clk0 $non_clock_inputs
set_output_delay [expr $clk_period * $clk_io_pct] -clock clk0 [all_outputs]
```
==> flow_metrics.env <==
# yosys + openroad results
export IMPL_status="completed"
export IMPL_antenna_found_initial=0
export IMPL_cts_sinks=13
export IMPL_layout_top_cells="75 x clkdlybuf4s50_1, 15 x nor2_1, 13 x dfxtp_1, 9 x mux2i_1, 8 x a21oi_1"
export IMPL_worstRegToRegCells=4
export IMPL_dieWidth_um=114
export IMPL_dp_hpwl_um=3867
export IMPL_die_area_um2=13000
export IMPL_rows=34
export IMPL_yosys_warnings=1
export IMPL_grt_usage=0.06796
export IMPL_synthDominantCellAreaShare=0.2552
export IMPL_path_clk_slew_ns=0.08
export IMPL_crit_start="dOut[3]$_DFF_P_"
export IMPL_grt_pass1_vias=1301
export IMPL_yosysSeqAreaShare=0.2552
export IMPL_tightest_slew_ns=0.5700
export IMPL_grt_max_degree=24
export IMPL_grt_use_met1=0.08654
export IMPL_totalPowerFinal_w=0.0005906
export IMPL_ys_cells=121
export IMPL_clk_path_buf_depth=2
export IMPL_tns_ns=0
export IMPL_met3_usage=0.02658
export IMPL_cp_depth=1
export IMPL_holdPathStages=0
export IMPL_maxSlewViolCount=0
export IMPL_io_buffers=75
export IMPL_insertion_delay_ns=0.26
export IMPL_pin_count=76
export IMPL_post_cts_resized=0
export IMPL_cp_required_ns=4.00
export IMPL_reg2reg_from="cnt[1]$_SDFFE_PP0P_"
export IMPL_grt_first_pass_wirelength_um=7031
export IMPL_crit_family="buffers and inverters"
export IMPL_die_height_um=114
export IMPL_drv_cap=0
export IMPL_min_period_over_period=0.4104
export IMPL_drive_gt1_frac=0.07292
export IMPL_cts_root_buf="clkbuf_8"
export IMPL_ys_area_um2=1020
export IMPL_p_leak_nw=0.6694
export IMPL_htree_num_levels=1
export IMPL_max_slew_margin=0.6195
export IMPL_postCtsHoldBufs=0
export IMPL_final_util=0.2191
export IMPL_routed_via_density=4.080
export IMPL_finalWorstSetupSlack_ns=2.948
export IMPL_synth_cell_area_um2=1020
export IMPL_critPathBufInv=1
export IMPL_warnings=26
export IMPL_drt_wl_total_um=4804
export IMPL_syn_avg_cell_area_um2=8.428
export IMPL_synth_area_leader_cell="dfxtp_1"
export IMPL_hold_start="cnt[0]$_SDFFE_PP0P_"
export IMPL_maxClockFrequency_mhz=487.4
export IMPL_synth_distinct_cells=32
export IMPL_critPathMaxStageDelay_ns=0.48
export IMPL_fin_crit_ns=2.052
export IMPL_crit_fanout=1
export IMPL_vdd_drop_max_uv=72.04
export IMPL_setup_violations=0
export IMPL_core_um2=8678
export IMPL_worstPathCellList="clkdlybuf4s50_1"
export IMPL_busiest_layer="met2"
export IMPL_critPathLaunchType="flop"
export IMPL_synth_seq_cells=13
export IMPL_syn_to_final_growth_pct=86.50
export IMPL_critPathKind="reg -> out"
export IMPL_final_common_cell="clkdlybuf4s50_1"
export IMPL_drt_iter0_markers=37
export IMPL_drcViolationCount=0
export IMPL_cpMaxStageDelayCell="clkdlybuf4s50_1"
export IMPL_routed_via_count=1224
export IMPL_grt_overflow=0
export IMPL_fp_utilization=0.1175
export IMPL_rsz0062_at_grt="no"
export IMPL_cts_tree="done"
export IMPL_drt_first_pass_iters=4
export IMPL_hold_violations=0
export IMPL_globalplace_congestion=0.7263
export IMPL_place_ws_ns=2.770
export IMPL_finClkSkew_ns=0.01378
export IMPL_top_cells_by_area="dfxtp_1 26%, mux2i_1 8.8%, mux2_2 5.5%, nor2_1 5.5%, o32ai_1 5.2%"
export IMPL_post_cts_setup_buffer_count=0
export IMPL_power_density_nw_per_um2=310.5
export IMPL_num_antenna_cells=0
export IMPL_numCtsBuffers=3
export IMPL_ant_nets=0
export IMPL_worstSetupEndpointType="output port"
export IMPL_cp_arrival_ns=1.05
export IMPL_synth_cells=121
export IMPL_worstHoldPathType="reg -> reg"
export IMPL_grt_met2_usage=0.1097
export IMPL_wl_per_cell_um=16.01
[area by class of cell]
class                   instances  area (um2)
clock buffers                   4       45.04
fillers                       981        6777
inverters                       5       18.77
multi-input cells              93       676.9
flip-flops and latches         13       260.3
well taps                     108       135.1
repair buffers                 77       765.7
[power breakdown]
part / internal, W / switching, W
clock: 0.0000565 / 0.0000481
sequential: 0.000151 / 0.0000358
combinational: 0.000184 / 0.000115
[per-stage QoR]
step / area, um2 / hold WS [ns] / cells
floorplan: 1020 / 0.3682 / 121
global placement: 1857 / 0.3923 / 296
detailed placement: 1857 / 0.3910 / 296
CTS: 1902 / 0.4004 / 300
global route: 1902 / 0.4170 / 300
finish: 1902 / 0.4004 / 300
[final timing paths]
| kind | to | slack (ns) |
|---|---|---|
| hold / removal | rdy$_DFF_P_ | 0.40 |
| hold reg to reg | rdy$_DFF_P_ | 0.40 |
| setup / recovery | dOut[3] | 2.95 |
| setup reg to reg | dOut[5]$_DFF_P_ | 3.15 |
[metal layers]
| metal | routed length, um | vias up |
|---|---|---|
| li1 | - | 602 |
| met1 | 2129 | 571 |
| met2 | 2155 | 49 |
| met3 | 470 | 2 |
| met4 | 49 | 0 |
| met5 | 0 | - |
[Yosys cell counts]
library cell / n
nor2_1: 15
dfxtp_1: 13
mux2i_1: 9
a21oi_1: 8
nor3_1: 6
o32ai_1: 6
a211oi_1: 5
mux2_2: 5
nor2b_1: 5
o22a_1: 5
buf_4: 4
inv_1: 4
a2111oi_1: 3
buf_2: 3
nand3_1: 3
a2111oi_2: 2
a21boi_0: 2
a311oi_1: 2
a31oi_1: 2
ha_1: 2
nand2_1: 2
nand2b_1: 2
o21ai_0: 2
o221ai_1: 2
xnor2_1: 2
buf_1: 1
buf_6: 1
clkbuf_1: 1
inv_2: 1
nand3b_2: 1
o32a_1: 1
or2b_1: 1
[sequential cells by signal (all words and copies together) (netlist names)]
signal,cells
rdy,1
cnt,4
dOut,8
[kinds of logic after synthesis]
logic type	share of synthesized area
buf+inv	0.08096
fa+ha+maj	0.02454
compound gates	0.3104
simple gates	0.1681
mux	0.1436
flops	0.2552
xor+xnor	0.01718
