==> /design/flow/design.v <==
module Half_Sec_Pulse_Per_Sec(
			      input wire  i_rst,  
			      input wire  i_clk,  
			      output wire o_sec_tick,  
			      output wire o_sec_enab
			      );
parameter CLK_FREQ = 12000000;
localparam CLK_CYCLES_PER_HALF_SEC = CLK_FREQ/2;
localparam COUNTER_WIDTH = $clog2(CLK_CYCLES_PER_HALF_SEC+15);
reg [4-1:0] l_precount;
reg [COUNTER_WIDTH-1-4:0] l_count;    
reg [1:0] delay_line;								   
reg  sec_clk;    
assign o_sec_tick = sec_clk;
   reg sec_clkD;
   always @(posedge i_clk) begin
      sec_clkD <= sec_clk;
   end
   assign o_sec_enab = sec_clk & ~ sec_clkD;
wire [4-1:0] o_adder_div_precntr11;
defparam vbuf_precount_cntrl1.N = 4;
N_bit_counter vbuf_precount_cntrl1(
.result (o_adder_div_precntr11[4-1:0])       ,  
.r1 (l_precount[4-1:0])                      ,  
.up (1'b1)
);
wire [COUNTER_WIDTH-1-4:0] o_adder_div_cntr11;
defparam vbuf_count_cntrl1.N = COUNTER_WIDTH-4;
N_bit_counter vbuf_count_cntrl1(
.result (o_adder_div_cntr11[COUNTER_WIDTH-1-4:0])       ,  
.r1 (l_count[COUNTER_WIDTH-1-4:0])                      ,  
.up (1'b1)
);
wire [COUNTER_WIDTH-1:0] l_count_test = {l_count, l_precount} ^ (CLK_CYCLES_PER_HALF_SEC);
always@(posedge i_clk or posedge i_rst) begin
    if(i_rst) begin
        l_count <= 0;
		l_precount<=0;
        sec_clk <= 0;
		delay_line <= 2'b00;
    end
    else begin
        l_precount[3:0] <= o_adder_div_precntr11[3:0];
		delay_line[1:0] <= {delay_line[0], &l_precount};
	    l_count <= (~|(l_count_test))?                0: 
		           (delay_line[0] & ~delay_line[1])? o_adder_div_cntr11: l_count;
		sec_clk <= (~|(l_count_test))? ~sec_clk : sec_clk;
    end
end
endmodule
module N_bit_counter (
result      ,  
r1          ,   
up
);
parameter N = 4;
parameter N_1 = N - 1;
input    [N_1:0]   r1         ;
input              up         ; 
output   [N_1:0]  result      ;
wire     [N_1:0]    r1        ;
wire     [N_1:0]    result    ;
wire     [N_1:0]      ci       ;
assign result[0] = ~r1[0];
genvar i;
generate
    for (i = 1; i < N; i=i+1) 
    begin : counter_gen_label	
        assign ci[i] = (up)? &r1[i-1:0] : ~|r1[i-1:0];
        xor (result[i], r1[i], ci[i]);
    end
endgenerate
endmodule  
==> /design/flow/run.sh <==
#!/bin/bash
# OpenROAD 26Q1-2900-gdf79404cd8, Yosys 0.63+post, stock flow scripts
make -C /OpenROAD-flow-scripts/flow DESIGN_CONFIG=/design/flow/config.mk WORK_HOME=/design/flow/orfs finish
==> /design/flow/config.mk <==
export PLATFORM = sky130hd
export DESIGN_NAME = Half_Sec_Pulse_Per_Sec
export DESIGN_NICKNAME = Half_Sec_Pulse_Per_Sec
export VERILOG_FILES = /design/flow/design.v
export SDC_FILE = /design/flow/constraint.sdc
export NUM_CORES = 4
export LEC_CHECK = 1
export CORE_AREA = 10 10 97 97
export DIE_AREA = 0 0 107 107
==> /design/flow/constraint.sdc <==
current_design Half_Sec_Pulse_Per_Sec

set clk_period 3.8
set clk_io_pct 0.2

create_clock -name clk0 -period $clk_period [get_ports {i_clk}]

set non_clock_inputs [all_inputs -no_clocks]
set_input_delay [expr $clk_period * $clk_io_pct] -clock clk0 $non_clock_inputs
set_output_delay [expr $clk_period * $clk_io_pct] -clock clk0 [all_outputs]
==> impl_metrics.csv <==
group,metric,value,unit
outcome,status,"finished clean",
clock_network,post_cts_buffers,0,
power_and_ir_drop,vdd_ir_drop_max,0.000218,V
yosys,synthDistinctLibCells,28,
critical_path,r2r_start,"l_precount[0]$_DFF_PP0_",
critical_path,cp_max_fo,4,
critical_path,cpMaxStageDelayCell,"clkdlybuf4s50_1",
die,core,7290,um^2
final_layout,syn_to_final_growth,14.4,%
clock_network,root_buffer,"clkbuf_8",
worst_hold_path,min_from,"delay_line[0]$_DFF_PP0_",
die,num_io_pins,4,
final_layout,fillers,825,
critical_path,rrSetupSlack,1800,ps
detailed_routing,routedWlPerCell,9.51,um
critical_path,crit_family,"buffers and inverters",
critical_path,endpoint_kind,"output port",
clock_network,clockBufferDepth,2,
detailed_routing,drt_iter0_drc,69,
clock_network,cts_resized,0,
critical_path,path_cells,"nor2b_1 -> clkdlybuf4s50_1",
die,die_w,107,um
sta,slew_headroom,0.504,
critical_path,crit_arrival,1270,ps
critical_path,crit_type,"register to output port",
detailed_routing,ant_nets,0,
clock_network,cts-hold-fix-buffers,0,
global_routing,grt_max_degree,27,
sta,slew_violations,0,
clock_network,cts_buffers,3,
yosys,yosys_area,1340,um^2
yosys,synthArstFlopShare,0.963,
job,tool_warnings,27,
clock_network,cts_tree,"yes",
sta,worstMarginPinSlew,741,ps
sta,fin_crit_sh,0.534,
sta,finalCriticalPeriod,2030,ps
detailed_routing,diodes,0,
yosys,syn_area,1340,um^2
job,maxCapViolCount,0,
clock_network,clock_latency,270,ps
critical_path,rr_endpoint,"l_count[18]$_DFFE_PP0P_",
die,fp_util,0.183,
sta,max_clock_freq,492,MHz
worst_hold_path,worst_hold_path.endpoint,"delay_line[1]$_DFF_PP0_",
clock_network,cts_max_level,1,
yosys,yosys-stat-cells,128,
worst_hold_path,min_path_type,"register to register",
detailed_routing,wl,2220,um
sta,rsz0062_at_grt,"false",
yosys,ys_ff,27,
place,place.gp.congestion,0.840,
yosys,syn_avg_cell_area,10.4,um^2
detailed_routing,route.vias.total,881,
power_and_ir_drop,leakage,0.733,nW
critical_path,startpoint_type,"register",
clock_network,clock_sink_count,27,
critical_path,cp.required,3040,ps
yosys,yosys_warnings,1,
detailed_routing,via_per_inst,3.78,
critical_path,rr_worst_depth,6,
global_routing,globalRouteOverflowTotal,0,
yosys,syn_inst,128,
power_and_ir_drop,p_per_area,295,nW/um^2
place,hpwlAfterDp,1590,um
global_routing,grt_pass1_wl,3950,um
global_routing,grt_util_all_layers,0.0401,
sta,finalSetupViolations,0,
yosys,synth_seq_share,0.502,
sta,finClkSkew,3.00,ps
yosys,ff_type,"dfrtp_1",
sta,hold_violations,0,
final_layout,layout.cells.non_filler,233,
detailed_routing,drc,0,
global_routing,antenna_found_initial,0,
critical_path,critical_path_buf_inv_count,1,
power_and_ir_drop,total_power,0.451,mW
critical_path,slowest_delay,470,ps
clock_network,clk_pin_slew,90,ps
die,num_rows,31,
yosys,synth-edff-count,0,
die,die_h,107,um
sta,setup_tns,0,ps
final_layout,drive_above_1_share,0.0746,
place,placed_cells,229,
global_routing,grt_pass1_vias,859,
place,io_buffer_count,3,
detailed_routing,drt-pass1-iter-count,4,
worst_hold_path,hold_depth,0,
die,chipArea,11400,um^2
worst max-delay path by stage:
stage | startpoint | to | cells after the start
final | sec_clk$_DFFE_PP0N_ | o_sec_enab | 2
after global routing | l_precount[0]$_DFF_PP0_ | sec_clk$_DFFE_PP0N_ | 6
after CTS | sec_clk$_DFFE_PP0N_ | o_sec_enab | 2
per-layer routing:
layer,part of all wire,global-route usage
met5,0,0
met3,0.028,0.00849
met2,0.45,0.0672
met1,0.51,0.0535
met4,0.010,0.00484
synthesized netlist by cell type (2+ instances only):
master / n / area share
dfrtp_1: 26 / 0.49
nand2_1: 19 / 0.053
nor2_1: 13 / 0.037
ha_1: 9 / 0.084
xor2_1: 8 / 0.052
a21oi_1: 7 / 0.026
inv_1: 6 / 0.017
and3_1: 5 / 0.023
nand3_1: 5 / 0.019
nand4_1: 4 / 0.019
xnor2_1: 4 / 0.026
nor3_1: 3 / 0.011
nor4_1: 3 / 0.014
nor2b_1: 2 / 0.0094
logic make-up (layout without fill, tap and decap cells):
logic type / Yosys count / count (layout) / synth area share
AND-OR/OR-AND: 7 / 7 / 0.0262
XOR/XNOR: 12 / 12 / 0.0787
adder cells (fa/ha/maj): 9 / 9 / 0.0844
buffers and inverters: 8 / 14 / 0.0281
flip-flops: 27 / 27 / 0.502
multiplexers: 1 / 1 / 0.00750
AND/OR/NAND/NOR: 64 / 64 / 0.273
report_power, final:
group          switching [mW]  total, mW  internal, mW
Combinational         0.00537    0.00702       0.00165
Sequential                  0      0.287         0.287
Clock                  0.0837      0.157        0.0733
Total                  0.0891      0.451         0.362
cell type report:
class | count | area (um^2) | share of cell area
clock inverter | 1 | 5.00 | 0.00328
multi-input combinational | 93 | 627 | 0.410
timing repair buffer | 4 | 37.5 | 0.0246
tap | 99 | 124 | 0.0811
inverter | 6 | 22.5 | 0.0147
sequential | 27 | 671 | 0.439
clock buffer | 3 | 41.3 | 0.0270
flip-flops by register name (all words and copies together), names as in the netlist:
| signal | cells |
|---|---|
| l_precount | 4 |
| sec_clk | 1 |
| delay_line | 2 |
| l_count | 19 |
| sec_clkD | 1 |
stage by stage:
stage | hold WS, ps | worst slack, ps | util | area (um^2)
after floorplan | 378 | 2210 | - | 1340
after global placement | 413 | 1800 | 0.203 | 1480
after detailed placement | 406 | 1820 | 0.203 | 1480
after CTS | 435 | 1740 | 0.210 | 1530
after global routing | 462 | 1670 | 0.210 | 1530
final | 435 | 1770 | 0.210 | 1530
cell usage in the layout (no fill, tap or decap):
cell              n
clkdlybuf4s50_1   3
nand2_1          19
nor2_1           13
nor4_4            1
and3_1            5
a21oi_1           7
clkbuf_8          3
buf_4             1
nand4_1           4
mux2i_1           1
xnor2_1           4
nor3_1            3
nand2b_1          1
nand3_1           5
nand4b_1          1
and4_1            1
nand3b_1          1
nor4_2            1
clkinv_2          1
ha_1              9
nor4b_2           1
dfxtp_1           1
nor3_2            1
inv_1             6
and4b_1           1
dfrtp_1          26
xor2_1            8
nor2b_1           2
nor4_1            3
nor3_4            1
Power and IR drop assume default switching activity.
