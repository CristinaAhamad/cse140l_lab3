===== config.mk =====
export PLATFORM = sky130hd
export DESIGN_NAME = buart
export DESIGN_NICKNAME = buart
export VERILOG_FILES = /design/flow/design.v
export SDC_FILE = /design/flow/constraint.sdc
export NUM_CORES = 4
export LEC_CHECK = 1
export CORE_UTILIZATION = 30

===== constraint.sdc =====
current_design buart

set clk_period 3.0
set clk_io_pct 0.2

create_clock -name clk0 -period $clk_period [get_ports {clk}]

set non_clock_inputs [all_inputs -no_clocks]
set_input_delay [expr $clk_period * $clk_io_pct] -clock clk0 $non_clock_inputs
set_output_delay [expr $clk_period * $clk_io_pct] -clock clk0 [all_outputs]

===== design.v =====
`default_nettype none
module baudgen(
  input wire clk,
  output wire ser_clk);
  localparam lim = (12000000 / 115200) - 1; 
  localparam w = $clog2(lim);
  wire [w-1:0] limit = lim;
  reg [w-1:0] counter;
  assign ser_clk = (counter == limit);
  always @(posedge clk)
    counter <= ser_clk ? 0 : (counter + 1);
endmodule
module baudgen2(
  input wire clk,
  input wire restart,
  output wire ser_clk);
  localparam lim = (12000000 / (2 * 115200)) - 1; 
  localparam w = $clog2(lim);
  wire [w-1:0] limit = lim;
  reg [w-1:0] counter;
  assign ser_clk = (counter == limit);
  always @(posedge clk)
    if (restart)
      counter <= 0;
    else
      counter <= ser_clk ? 0 : (counter + 1);
endmodule
module uart(
   input wire clk,
   input wire resetq,
   output wire uart_busy,        
   output reg uart_tx,           
   input wire uart_wr_i,         
   input wire [7:0] uart_dat_i
);
  reg [3:0] bitcount;            
  reg [8:0] shifter;
  assign uart_busy = |bitcount;
  wire sending = |bitcount;
  wire ser_clk;
  baudgen _baudgen(
    .clk(clk),
    .ser_clk(ser_clk));
  always @(negedge resetq or posedge clk)
  begin
    if (!resetq) begin
      uart_tx <= 1;
      bitcount <= 0;
      shifter <= 0;
    end else begin
      if (uart_wr_i) begin
        { shifter, uart_tx } <= { uart_dat_i[7:0], 1'b0, 1'b1 };
        bitcount <= 1 + 8 + 1;     
      end else if (ser_clk & sending) begin
        { shifter, uart_tx } <= { 1'b1, shifter };
        bitcount <= bitcount - 4'd1;
      end
    end
  end
endmodule
module rxuart(
   input wire clk,
   input wire resetq,
   input wire uart_rx,       
   input wire rd,            
   output wire valid,        
   output wire [7:0] data);  
  reg [4:0] bitcount;
  reg [7:0] shifter;
  wire idle = &bitcount;
  assign valid = (bitcount == 18);
  wire sample;
  reg [2:0] hh = 3'b111;
  wire [2:0] hhN = {hh[1:0], uart_rx};
  wire startbit = idle & (hhN[2:1] == 2'b10);
  wire [7:0] shifterN = sample ? {hh[1], shifter[7:1]} : shifter;
  wire ser_clk;
  baudgen2 _baudgen(
    .clk(clk),
    .restart(startbit),
    .ser_clk(ser_clk));
  reg [4:0] bitcountN;
  always @*
    if (startbit)
      bitcountN = 0;
    else if (!idle & !valid & ser_clk)
      bitcountN = bitcount + 5'd1;
    else if (valid & rd)
      bitcountN = 5'b11111;
    else
      bitcountN = bitcount;
  assign sample = (|bitcount[4:1]) & bitcount[0] & ser_clk;
  assign data = shifter;
  always @(negedge resetq or posedge clk)
  begin
    if (!resetq) begin
      hh <= 3'b111;
      bitcount <= 5'b11111;
      shifter <= 0;
    end else begin
      hh <= hhN;
      bitcount <= bitcountN;
      shifter <= shifterN;
    end
  end
endmodule
module buart(
   input wire clk,
   input wire resetq,
   input wire rx,            
   output wire tx,           
   input wire rd,            
   input wire wr,            
   output wire valid,        
   output wire busy,         
   input wire [7:0] tx_data,
   output wire [7:0] rx_data  
);
  rxuart _rx (
     .clk(clk),
     .resetq(resetq),
     .uart_rx(rx),
     .rd(rd),
     .valid(valid),
     .data(rx_data));
  uart _tx (
     .clk(clk),
     .resetq(resetq),
     .uart_busy(busy),
     .uart_tx(tx),
     .uart_wr_i(wr),
     .uart_dat_i(tx_data));
endmodule

===== run.sh =====
#!/bin/bash
# OpenROAD 26Q1-2900-gdf79404cd8, Yosys 0.63+post, stock flow scripts
make -C /OpenROAD-flow-scripts/flow DESIGN_CONFIG=/design/flow/config.mk WORK_HOME=/design/flow/orfs finish

==> flow_summary.json <==
{
  "num_vias": 1250,
  "path_max_fanout": 6,
  "grt_max_degree": 30,
  "dp_slack_ps": 686,
  "layout_min_cycle_time_ps": 2470,
  "lay_top_count": "clkdlybuf4s50_1",
  "cp.required_ps": 2400,
  "fp_util_pct": 31.8,
  "tightestPinTransition_ps": 503,
  "dieWidth_um": 82.1,
  "synthAoiAreaFrac_pct": 7.73,
  "post_cts_buffers": 0,
  "hold_viol": 0,
  "dp_cells": 263,
  "warnings": 26,
  "final_cells": 271,
  "crit_path_start_kind": "register",
  "worstSetupPathType": "register to output port",
  "edf_count": 0,
  "die_h_um": 82.1,
  "cts_tree": "done",
  "period_used_pct": 82.3,
  "ios": 24,
  "synth_flops": 42,
  "cp_cell_sequence": "ha_1 > nor4bb_1 > buf_4 > clkdlybuf4s50_1",
  "yosys_cells": 168,
  "synth-async-reset-ratio_pct": 69.0,
  "gr-total-overflow": 0,
  "p_per_area_nw_per_um2": 424,
  "drive_above_1_share_pct": 17.9,
  "final_max_slew_viol_count": 0,
  "clk_pin_slew_ps": 80,
  "rr_startpoint": "_rx.bitcount[0]",
  "clock_sinks": 42,
  "hold_buffers": 0,
  "cap_violations": 0,
  "synth.avg_cell_area_um2": 11.5,
  "crit_buf_inv": 2,
  "ant_nets": 0,
  "ys_warn_count": 4,
  "syn2layout_area_growth_pct": 20.9,
  "fmax_ghz": 0.405,
  "place.detailed.hpwl_um": 2220,
  "maxSlewHeadroom_pct": 66.2,
  "tns_ps": 0,
  "netlist_instances": 168,
  "cp_num_cells": 4,
  "lay_top_cells": "clkdlybuf4s50_1 (23), dfrtp_1 (21), nor2_1 (14)",
  "htreeDepth": 2,
  "synthAdderAreaFrac_pct": 3.90,
  "row_count": 28,
  "first_pass_iters": 4,
  "whs_ps": 374,
  "via_per_inst": 4.61,
  "grt_pass1_vias": 1242,
  "grtUsageTotal_pct": 10.5,
  "worst_skew_pair.late_latency_ps": 290,
  "status": "finished clean",
  "arrival_ps": 1870,
  "drtIter0Drc": 62,
  "xor_share_pct": 4.09,
  "min_path_type": "register to register",
  "clk_path_buf_depth": 2,
  "finalClockSkew_ps": 11.9,
  "topCombFamilyByArea": "simple AND/OR/NAND/NOR gates",
  "yosysChipArea_um2": 1930,
  "antenna_found_initial": 0,
  "grt_pass1_wl_um": 5390,
  "ys_seq_share_pct": 51.7,
  "postCtsResizedCells": 0,
  "dieArea_um2": 6750,
  "synthFlopType": "dfrtp_1",
  "cp-end-kind": "output port",
  "hold_path_end": "_rx.hh[1]",
  "rr_worst_depth": 6,
  "ff2ff_setup_slack_ps": 700,
  "synth.cellmix.simpleShare_pct": 18.1,
  "critical_path.slowest_cell": "dfstp_2",
  "rsz0062_at_grt": "false",
  "worstHoldPathCells": 0,
  "setup_viol": 0,
  "portBuffers": 23,
  "drcViolationCount": 0,
  "nFillCells": 592,
  "slowest_delay_ps": 580,
  "routed_wirelength_um": 3130,
  "r2r-end": "_rx.bitcount[2]",
  "cp_top_family": "buffers and inverters",
  "synth.distinct_cells": 45,
  "netlist_area_um2": 1930,
  "core_um2": 6060,
  "cts-buffers-inserted": 5,
  "routabilityCongestion": 0.804,
  "ys_sh_mux_pct": 11.5,
  "cts-root-buf": "clkbuf_8",
  "leakage_nw": 1.06,
  "fin_ws_ps": 532,
  "ir_worst_vdd_v": 0.000225,
  "antenna_cells": 0,
  "hp-start": "_rx.hh[0]",
  "post_drt_wl_per_cell_um": 11.5
}
==> metrics by stage <==
stage	cell area, um^2	util (%)	power [mW]
5_1_grt	2330	38.4	1.03
4_1_cts	2330	38.4	1.01
3_3_place_gp	2240	37.0	0.637
6_report	2330	38.4	0.987
2_1_floorplan	1930	-	0.607
3_5_place_dp	2240	37.0	0.637
==> registers in the layout, summed over array words and instances, names as in the netlist <==
register              cells
_rx._baudgen.counter      6
_rx.bitcount              5
_rx.hh                    2
_rx.shifter               8
_tx._baudgen.counter      7
_tx.bitcount              4
_tx.shifter               9
_tx.uart_tx               1
==> area by class of cell <==
class	count	area, um^2	area share (%)
Tap cell	75	93.8	4.03
Sequential cell	42	996	42.7
Clock buffer	5	68.8	2.95
Multi-Input combinational cell	114	872	37.4
Clock inverter	3	20.0	0.859
Timing Repair Buffer	27	260	11.2
Inverter	5	18.8	0.806
==> how the worst max path moves through the flow <==
stage	startpoint	end	slack, ps
finish	_rx.bitcount[1]	valid	530
global route	_rx.bitcount[1]	valid	420
CTS	_rx.bitcount[1]	valid	510
==> cell usage after synthesis, types with 2 or more instances <==
master	number	area share, %
buf_2	2	0.52
clkbuf_1	3	0.58
nand2_1	13	2.5
dfrtp_1	21	27
ha_1	6	3.9
mux2_4	8	6.2
o21ai_0	5	1.3
and3_2	2	0.78
xnor2_1	5	2.3
nor4_1	2	0.65
inv_1	5	0.97
mux2i_1	9	4.7
nor2_1	14	2.7
dfxtp_1	13	14
a211oi_1	5	1.9
xor2_1	4	1.8
dfstp_2	8	11
nor2b_1	4	1.3
o21ai_1	4	1.0
nand3_1	8	2.1
a21oi_1	3	0.78
==> power breakdown <==
| group | internal, mW | total, mW | switching, mW |
|---|---|---|---|
| Clock | 0.164 | 0.363 | 0.199 |
| Sequential | 0.575 | 0.581 | 0.00590 |
| Combinational | 0.0234 | 0.0431 | 0.0197 |
==> logic make-up (layout without fill, tap and decap cells) <==
kind of cell / count (synthesis) / count (layout)
AND-OR/OR-AND: 23 / 23
XOR/XNOR: 9 / 9
adder cells (fa/ha/maj): 6 / 6
buffers and inverters: 12 / 40
flip-flops: 42 / 42
multiplexers: 18 / 18
AND/OR/NAND/NOR: 58 / 58
==> layer usage <==
metal / track usage (%) / routed length (um)
met1: 14.0 / 1520
met2: 18.1 / 1470
met3: 2.56 / 121
met4: 1.23 / 19
met5: 0 / 0
Power figures rest on the tool's default switching activity, not on a simulated workload.
